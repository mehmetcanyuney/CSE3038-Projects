==> flow/design.v <==
module alu32(sum,a,b,zout,signout,gin,shamt); 
output [31:0] sum;
input [31:0] a,b;
input [4:0] shamt;
input [2:0] gin; 
reg [31:0] sum;
reg [31:0] less;
output zout;
output signout;
reg zout;
reg signout;
always @(a or b or gin or shamt)
begin
	case(gin)
	3'b010: sum=a+b; 		 
	3'b110: sum=a+1+(~b);	 
	3'b111: begin less=a+1+(~b);	 
			if (less[31]) sum=1;
			else sum=0;
		  end
	3'b000: sum=a & b;	 
	3'b001: sum=a|b;		 
	3'b100:	sum=b>>shamt;
	default: sum=31'bx;
	endcase
zout=~(|sum);
signout=sum[31];
end
endmodule
==> flow/run.sh <==
#!/bin/bash
# OpenROAD 26Q1-2900-gdf79404cd8, Yosys 0.63+post, stock flow scripts
make -C /OpenROAD-flow-scripts/flow DESIGN_CONFIG=/design/flow/config.mk WORK_HOME=/design/flow/orfs finish
==> flow/config.mk <==
export PLATFORM = sky130hd
export DESIGN_NAME = alu32
export DESIGN_NICKNAME = alu32
export VERILOG_FILES = /design/flow/design.v
export SDC_FILE = /design/flow/constraint.sdc
export NUM_CORES = 4
export LEC_CHECK = 1
export CORE_UTILIZATION = 50
==> flow/constraint.sdc <==
current_design alu32

set clk_period 10.9
set clk_io_pct 0.2

create_clock -name clk0 -period $clk_period

set non_clock_inputs [all_inputs -no_clocks]
set_input_delay [expr $clk_period * $clk_io_pct] -clock clk0 $non_clock_inputs
set_output_delay [expr $clk_period * $clk_io_pct] -clock clk0 [all_outputs]
==> results.py <==
# Physical implementation metrics
metrics = {
    "clock_network": {
        "cts_setup_buffers": 0,
        "ctsResizeCount": 0,
        "postCtsHoldBufs": 0,
    },
    "synth": {
        "ys_cells": 1095,
        "yosys_warnings": 1,
        "synth_area_um2": 7550,
        "syn_area_per_cell_um2": 6.89,
        "ys_types": 83,
        "ys_area_um2": 7550,
        "ys_seq_share_pct": 0,
        "synth.top_cell.area_share_pct": 17.4,
        "syn_inst": 1095,
        "synthTopCellsByArea": "ha_1 17%, mux4_2 7.5%, mux2i_1 6.5%",
        "yosysTopAreaCell": "ha_1",
    },
    "detailed_routing": {
        "firstDrtPassIters": 23,
        "drt_iter0_drc": 1242,
        "vias": 8993,
        "viasPerCell": 6.79,
        "drc": 0,
        "ant_nets": 0,
        "wire_per_inst_um": 24.0,
        "diodes": 0,
        "wl_um": 31800,
    },
    "critical_path": {
        "setup.worst_path.end": "zout",
        "cp-startpoint": "b[2]",
        "setup.worst_path.class": "input port to primary output",
        "end_kind": "primary output",
        "required_ns": 8.72,
        "arrival_ns": 7.68,
        "crit_path_max_fanout": 7,
        "crit_path_start_kind": "input port",
    },
    "sta": {
        "hold_viol_final": 0,
        "fmax_mhz": 101,
        "final.min_clock_period_ns": 9.86,
        "rsz0062_at_grt": "no",
        "setup_viol": 0,
        "relSlewSlack_pct": 33.5,
        "post-route-period-util_pct": 90.5,
        "setup_tns_ns": 0,
        "slew_viol_final": 0,
        "max_slew.worst_pin.slew_ns": 0.990,
    },
    "placement": {
        "gp_congestion": 1.11,
        "port_buffers": 106,
        "place_hpwl_um": 25400,
    },
    "power_and_ir_drop": {
        "internal-power_w": 0.000191,
        "power_density_nw_per_um2": 54.2,
        "p_leak_nw": 3.81,
        "p_switching_w": 0.000277,
        "power_w": 0.000467,
        "ir_worst_vdd_uv": 26.9,
        "pwr-share-clk_pct": 0,
        "switching_share_pct": 59.2,
        "combPwrFrac_pct": 100.0,
        "seq_power_share_pct": 0,
    },
    "global_route": {
        "grt_antenna_before_repair": 0,
        "overflow": 0,
        "track_usage_pct": 41.2,
        "grt_pass1_vias": 8238,
        "grt_pass1_wl_um": 48600,
        "grt_max_degree": 55,
    },
    "cells_and_area": {
        "fillers": 1415,
        "ff_count": 0,
        "drive_gt1_share_pct": 6.13,
        "area_delta_synth_final_pct": 14.3,
        "clockBufferCount": 0,
        "seq_area_um2": 0,
        "logic_area_um2": 6830,
    },
    "floorplanning": {
        "die_w_um": 125,
        "fp-row-count": 44,
        "io_pins": 106,
        "dieArea_um2": 15600,
        "die_h_um": 125,
        "coreArea_um2": 14600,
        "initCoreUtil_pct": 51.5,
    },
    "worst_hold_path": {
        "hold_path.class": "input port to primary output",
    },
    "run": {
        "maxCapViolations": 0,
        "warning_count": 106,
    },
    "status": {
        "status": "complete, no violations",
    },
}
==> layer usage <==
layer / vias to the layer above / GRT usage (%) / part of all wire (%)
met5: - / 0 / 0
met4: 0 / 11.3 / 3.7
met3: 103 / 12.0 / 14
met2: 643 / 61.0 / 42
met1: 4078 / 58.6 / 41
li1: 4169 / - / -
==> placed cells by master, fill, tap and decap left out, types with 15 or more instances in the layout <==
cell type / synthesis / routed
o211ai_1: 22 / 22
nand2b_1: 16 / 16
buf_4: 4 / 17
a21oi_1: 94 / 94
clkdlybuf4s50_1: 0 / 101
ha_1: 105 / 105
o21ai_0: 49 / 49
xnor2_1: 16 / 16
o22ai_1: 20 / 20
mux2i_1: 49 / 49
nand3_1: 29 / 29
nor2b_1: 15 / 15
inv_1: 106 / 106
nor4_1: 19 / 19
mux4_2: 25 / 25
a21o_1: 17 / 17
nor3_1: 31 / 31
nand2_1: 88 / 88
a211oi_1: 26 / 26
nor2_1: 84 / 84
==> power by group through the flow <==
stage / clock [W] / sequential (W) / combinational (W)
after global routing: 0 / 0 / 0.000501
final: 0 / 0 / 0.000467
after CTS: 0 / 0 / 0.000455
==> critical path, cell delays in order <==
cell             delay (ns)
clkdlybuf4s50_1        0.55
inv_1                  0.08
ha_1                   0.42
o21bai_1               0.13
a2111oi_0              0.73
buf_4                  0.24
o211ai_1               0.15
a211oi_1               0.34
nor3_1                 0.10
o311a_1                0.35
a211oi_1               0.53
nand4_1                0.15
or4_1                  0.52
or4_1                  0.54
nor4_2                 0.16
clkdlybuf4s50_1        0.49
==> metrics by stage <==
step | instance area, µm² | instances | hold slack, ns | setup slack (ns) | util [%]
after floorplan | 7550 | 1095 | 4.57 | 3.06 | -
after CTS | 8620 | 1325 | 5.50 | 1.14 | 58.9
after global routing | 8620 | 1325 | 5.59 | 0.793 | 58.9
after detailed placement | 8620 | 1325 | 5.49 | 1.14 | 58.9
after global placement | 8620 | 1325 | 5.50 | 1.21 | 58.9
final | 8620 | 1325 | 5.53 | 1.04 | 58.9
==> synth_stat cells (25+ instances only) <==
cell / number
ha_1: 105
o21ai_0: 49
a211oi_1: 26
clkbuf_1: 53
mux2i_1: 49
nor3_1: 31
mux4_2: 25
inv_1: 106
nand2_1: 88
a21oi_1: 94
nand3_1: 29
nor2_1: 84
==> cell families (layout without fill, tap and decap cells) <==
family          Yosys count  in the layout  synth area share, %
compound gates          361            361                 32.5
xor+xnor                 19             19                 2.20
fa+ha+maj               107            107                 17.9
buf+inv                 185            231                 9.66
mux                      82             82                 15.3
simple gates            341            341                 22.3
==> area by class of cell <==
| type | instances | share of cell area [%] |
|---|---|---|
| Multi-Input combinational cell | 910 | 79.1 |
| Timing Repair Buffer | 123 | 13.5 |
| Inverter | 108 | 4.70 |
| Tap cell | 184 | 2.67 |
==> worst min path at each step <==
stage | from | end | cells after the start
CTS | gin[0] | sum[18] | 5
finish | gin[0] | sum[18] | 5
global route | gin[0] | sum[18] | 5
Power is estimated from default activity; no workload was simulated.
